==> design.v <==
`default_nettype none
module dq2abc #(
	parameter inout_width = 16,
	parameter inout_decimal_width = 15,
	parameter sqrt3_2 = 16'd28377
)(
	input wire aclk, 
	input wire resetn,
	input wire signed [inout_width-1:0] d_vector,  
	input wire signed [inout_width-1:0] q_vector,  
	input wire signed [inout_width-1:0] sin,  
	input wire signed [inout_width-1:0] cos,  
	output wire signed [inout_width-1:0] alpha,  
	output wire signed [inout_width-1:0] beta,  
	output wire signed [inout_width-1:0] a,  
	output wire signed [inout_width-1:0] b,  
	output wire signed [inout_width-1:0] c  
);
	wire signed [(inout_width*2)-1:0] d_cos_2width;  
	wire signed [(inout_width*2)-1:0] d_sin_2width;  
	wire signed [(inout_width*2)-1:0] q_cos_2width;  
	wire signed [(inout_width*2)-1:0] q_sin_2width;  
	wire signed [inout_width-1:0] d_cos;  
	wire signed [inout_width-1:0] d_sin;  
	wire signed [inout_width-1:0] q_cos;  
	wire signed [inout_width-1:0] q_sin;  
	wire signed [(inout_width*2)-1:0] beta_sqrt3_2_2width;  
	wire signed [inout_width-1:0] beta_sqrt3_2;  
	assign d_cos_2width = d_vector * cos;
	assign d_sin_2width = d_vector * sin;
	assign q_cos_2width = q_vector * cos;
	assign q_sin_2width = q_vector * sin;
	assign d_cos = $signed(d_cos_2width >>> inout_decimal_width);
	assign d_sin = $signed(d_sin_2width >>> inout_decimal_width);
	assign q_cos = $signed(q_cos_2width >>> inout_decimal_width);
	assign q_sin = $signed(q_sin_2width >>> inout_decimal_width);
	assign alpha = d_cos - q_sin;
	assign beta = q_cos + d_sin;
	assign beta_sqrt3_2_2width = beta * sqrt3_2;
	assign beta_sqrt3_2 = $signed(beta_sqrt3_2_2width >>> inout_decimal_width);
	assign a = alpha;
	assign b = -$signed(alpha>>>1) + beta_sqrt3_2;
	assign c = -$signed(alpha>>>1) - beta_sqrt3_2;
endmodule
==> run.sh <==
#!/bin/bash
# OpenROAD 26Q1-2900-gdf79404cd8, Yosys 0.63+post, stock flow scripts
make -C /OpenROAD-flow-scripts/flow DESIGN_CONFIG=/design/flow/config.mk WORK_HOME=/design/flow/orfs finish
==> config.mk <==
export PLATFORM = sky130hd
export DESIGN_NAME = dq2abc
export DESIGN_NICKNAME = dq2abc
export VERILOG_FILES = /design/flow/design.v
export SDC_FILE = /design/flow/constraint.sdc
export NUM_CORES = 4
export LEC_CHECK = 1
export CORE_UTILIZATION = 30
==> constraint.sdc <==
current_design dq2abc

set clk_period 33.7
set clk_io_pct 0.2

create_clock -name clk0 -period $clk_period

set non_clock_inputs [all_inputs -no_clocks]
set_input_delay [expr $clk_period * $clk_io_pct] -clock clk0 $non_clock_inputs
set_output_delay [expr $clk_period * $clk_io_pct] -clock clk0 [all_outputs]
==> changes_impl.md <==
## Implementation

* Core area at roughly 150,000 um^2
* CP max FO at 28
* WP data arrival at approximately 24,000 ps
* Worst path required time at 26,960 ps
* Detail Route Antenna Nets at 0
* Final Critical Period at 30,480 ps
* Synthesized area per cell at 9.03 um^2
* Tool warnings at 49
* # DRC at 0
* First-pass GRT wire length at 179,000 um
* Grt ovf at 0
* Final wirelength at 106,000 um
* Max Clock Freq at around 33 MHz
* Hold-fix buffers, CTS at 0
* Clk_buf instances at 0
* Worst slew margin at 0.389
* Placer congestion estimate at 0.942
* Row count at 140
* Setup TNS at 0 ps
* Via count at 30,300
* RSZ-0062 raised after global routing: no
* Final Max Tran Viols at 0
* First DRT Iteration DRCs at around 990
* Die height at 385 um
* Horiz. Die Dim at 385 um
* Detailed Routing Iterations Pass 1 at 5
* Post-DR wirelength/cell at 15.5 um
* Yosys stat cell total at 4,875
* Crit Path Category: in2out
* Post-synth seq share at 0
* Status: finished clean
* Tot GR Track Use at 0.161
* Initial antenna violation count at 0
* Flop count at 0
* Crit path capture: b[14]
* IO Pins at 146
* Layout Cells excl Fill at 6,799
* Yosys stat area at 44,000 um^2
* Largest net degree at the start of global routing at 35
* Worst-Margin Slew at 893 ps
* Final Hold Viols at 0
* Setup bufs post-CTS at 0
* Vias in the first global route at 33,400
* Unique cell types at 80
* DP HPWL at around 85,000 um
* CP Launch Point: d_vector[11]
* IO Port Bufs at about 140
* Final setup violation count at 0
* Mapped Area at 44,000 um^2
* ANT cells at 0
* Die Size at 148,000 um^2
* Hold/Removal Path Class: in2out
* CP endpoint kind: output pin
* CP max stage cell: clkdlybuf4s50_1
* Share of post-route cells with drive strength above 1 at 0.0236
* Cells after Synth at 4,875
* Worst path most repeated cell: fa_1
* Final critical-path share of the clock period at 0.905
* Via density at 4.46
* Fp_density at 0.302
* Post-CTS Resized at 0
* Crit path launch type: primary input
* Sequential cell area at 0 um^2
* Max incr delay on CP at 890 ps
* Inst Count DP at 6,799
* Max Cap Violations at 0
* Synth Warn # at 0
* Area delta synth->final at 8.08%
* Hold slack final at 15,490 ps
-- cells in the final DEF (no fill, tap or decap), drive strengths merged, types with 12 or more instances in the layout --
cell type / n
xnor2: 142
a21oi: 87
and2: 431
nand2: 578
buf: 79
nand2b: 56
nor2: 95
o21ai: 50
xor2: 48
nor3: 29
ha: 473
nand4: 12
a21o: 41
inv: 1304
nor2b: 20
fa: 1114
nand3: 15
o21a: 25
clkdlybuf4s50: 144
-- how the worst min path moves through the flow --
| stage | startpoint | depth (start not counted) | endpoint | slack (ps) |
|---|---|---|---|---|
| finish | cos[15] | 9 | a[15] | 15490 |
| global route | cos[15] | 9 | alpha[15] | 15620 |
| CTS | cos[15] | 9 | a[15] | 15490 |
-- cells in the mapped netlist, types with 3 or more instances --
| master | count | area share |
|---|---|---|
| nand3_1 | 15 | 0.0017 |
| nor2_1 | 95 | 0.0081 |
| o2111ai_1 | 3 | 0.00060 |
| nand4_1 | 12 | 0.0017 |
| and3_1 | 8 | 0.0011 |
| o21ai_0 | 42 | 0.0048 |
| fa_1 | 1114 | 0.51 |
| o21a_1 | 24 | 0.0041 |
| a31oi_1 | 10 | 0.0014 |
| a21o_1 | 40 | 0.0068 |
| clkbuf_1 | 199 | 0.017 |
| o31ai_1 | 7 | 0.0012 |
| nor3_1 | 27 | 0.0031 |
| nor4_1 | 7 | 0.00099 |
| xnor2_1 | 140 | 0.028 |
| buf_4 | 17 | 0.0029 |
| ha_1 | 473 | 0.13 |
| and2_1 | 431 | 0.061 |
| and4_1 | 3 | 0.00060 |
| a21boi_0 | 7 | 0.0012 |
| or2_2 | 11 | 0.0016 |
| inv_1 | 1303 | 0.11 |
| a21oi_1 | 86 | 0.0098 |
| o21ai_1 | 8 | 0.00091 |
| o21bai_1 | 10 | 0.0017 |
| o211ai_1 | 4 | 0.00068 |
| a2111oi_0 | 4 | 0.00080 |
| o31a_1 | 5 | 0.00099 |
| a211oi_1 | 5 | 0.00085 |
| nor2b_1 | 20 | 0.0028 |
| nand2_1 | 578 | 0.049 |
| or3_1 | 7 | 0.00099 |
| xor2_1 | 47 | 0.0093 |
| a21boi_1 | 3 | 0.00051 |
| nand2b_1 | 56 | 0.0080 |
-- kinds of logic (layout without fill, tap and decap cells) --
group / count (synthesis) / after routing / synth area share
XOR/XNOR: 191 / 191 / 0.0388
buffers and inverters: 1522 / 1529 / 0.131
adder cells (fa/ha/maj): 1587 / 1587 / 0.641
AND-OR/OR-AND: 291 / 291 / 0.0449
multiplexers: 2 / 2 / 0.000455
AND/OR/NAND/NOR: 1282 / 1282 / 0.144
-- stage by stage --
| step | utilization | instance area (um^2) | worst slack (ps) |
|---|---|---|---|
| after floorplan | - | 44000 | 6810 |
| after global placement | 0.327 | 47600 | 3200 |
| after detailed placement | 0.327 | 47600 | 3170 |
| after CTS | 0.327 | 47600 | 3090 |
| after global routing | 0.327 | 47600 | 1820 |
| final | 0.327 | 47600 | 3220 |
-- cell type report --
cell class	count	area [um^2]
Fill cell	14900	98100
Multi-Input combinational cell	3353	38300
Inverter	1306	4900
Tap cell	1917	2400
Timing Repair Buffer	223	2030
-- worst max-delay path, delay by kind of cell --
| family | cells | cell delay [ps] |
|---|---|---|
| adder cells (fa/ha/maj) | 16 | 6850 |
| XOR/XNOR | 3 | 1340 |
| AND/OR/NAND/NOR | 10 | 1560 |
| buffers and inverters | 8 | 2470 |
| AND-OR/OR-AND | 21 | 4730 |
-- layer usage --
metal,routed length [um],vias up,GRT usage
met4,1620,2,0.0182
met5,110,-,0.00552
li1,-,14100,-
met3,12700,57,0.0800
met2,44700,1197,0.232
met1,46400,14900,0.231
