[flow/design.v]
`default_nettype none
module three_phase_modulator #(
	parameter pwm_period_width = 16
)(
	input wire aclk, 
	input wire resetn, 
	input wire signed [pwm_period_width-1:0] pwm_period,  
	input wire signed [pwm_period_width-1:0] mod_a,  
	input wire signed [pwm_period_width-1:0] mod_b,  
	input wire signed [pwm_period_width-1:0] mod_c,  
	output reg pwm_a,  
	output reg pwm_b,  
	output reg pwm_c  
);
	reg signed [pwm_period_width-1:0] carrier;  
	reg signed up;  
	always @(posedge aclk)
		if (!resetn)
			up <= 1'b1;
		else
			if (up && (carrier >= pwm_period))
				up <= 1'b0;
			else if (!up && (carrier <= -pwm_period))
				up <= 1'b1;
			else 
				up <= up;
	always @(posedge aclk)
		if (!resetn)
			carrier <= 0;
		else 
			carrier <= up? carrier + 1: carrier - 1;
	always @(posedge aclk)
		if (!resetn)
			pwm_a <= 1'b0;
		else 
			pwm_a <= ($signed(mod_a > carrier))? 1'b1: 1'b0;
	always @(posedge aclk)
		if (!resetn)
			pwm_b <= 1'b0;
		else 
			pwm_b <= ($signed(mod_b > carrier))? 1'b1: 1'b0;
	always @(posedge aclk)
		if (!resetn)
			pwm_c <= 1'b0;
		else 
			pwm_c <= ($signed(mod_c > carrier))? 1'b1: 1'b0;
endmodule
[flow/run.sh]
#!/bin/bash
# OpenROAD 26Q1-2900-gdf79404cd8, Yosys 0.63+post, stock flow scripts
make -C /OpenROAD-flow-scripts/flow DESIGN_CONFIG=/design/flow/config.mk WORK_HOME=/design/flow/orfs finish
[flow/config.mk]
export PLATFORM = sky130hd
export DESIGN_NAME = three_phase_modulator
export DESIGN_NICKNAME = three_phase_modulator
export VERILOG_FILES = /design/flow/design.v
export SDC_FILE = /design/flow/constraint.sdc
export NUM_CORES = 4
export LEC_CHECK = 1
export CORE_UTILIZATION = 40
[flow/constraint.sdc]
current_design three_phase_modulator

set clk_period 6.3
set clk_io_pct 0.2

create_clock -name clk0 -period $clk_period [get_ports {aclk}]

set non_clock_inputs [all_inputs -no_clocks]
set_input_delay [expr $clk_period * $clk_io_pct] -clock clk0 $non_clock_inputs
set_output_delay [expr $clk_period * $clk_io_pct] -clock clk0 [all_outputs]
==> Changelog: implementation <==
## Implementation

- Core Box Area: 0.00781 mm2
- Overflow after GRT: 0
- CP required: 6.42 ns
- PortBufs: 68
- Top cells, area: ha_1, dfxtp_1, a21oi_1
- Total die area: 0.00848 mm2
- CP max FO: 4
- Maximum vdd drop: 0.229 mV
- Routed via count: 2984
- Row count: 32
- 1st-iter DRT viols: 87
- Most frequent logic cell in the layout: ha_1
- Yosys warns: 1
- Worst EP arrival: 4.05 ns
- Worst slew pin tran: 0.707 ns
- Root Buffer Master: clkbuf_8
- Max cap viols: 0
- Diode count: 0
- Hold EP: up$_SDFFE_PN1P_
- Die W: 92.1 um
- Chip area in the Yosys report: 0.00325 mm2
- Slew Viols, Final: 0
- Post-cts sizing count: 0
- WP buf/inv: 1
- LEAKAGE: 1.92 nW
- CP top delay family: simple AND/OR/NAND/NOR gates
- Number of cells in Yosys stat: 395
- CP Class: input port to flop
- Crit-path cells: clkdlybuf4s50_1, nor3_2, nand3_1, or3_1, nor3_2, xnor2_1, ha_1, nand4_1, nor2_1, o22ai_1, mux2i_1, nor4b_1, a31oi_1
- Setup bufs post-CTS: 0
- Post-synth regs: 20
- Initial antenna violation count: 0
- Hold Path Depth: 1
- Clock Skew: 0.00396 ns
- Crit path time final: 3.93 ns
- Most frequent CP cell: nor3_2
- Reg2Reg Setup Slack: 3.71 ns
- Crit end category: flop
- Crit-path slowest cell: clkdlybuf4s50_1
- Area growth syn-to-layout: 25.9%
- Cell Pwr Density: 301 mW/mm2
- Status: finished clean
- First-pass DRT Iterations: 4
- Clock sinks: 20
- Cells after Synth: 395
- Async SR Flop Fraction: 0%
- Post-synthesis cell type count: 46
- RR Startpoint: up$_SDFFE_PN1P_
- Largest stage delay, worst path: 0.48 ns
- Reg2reg end: carrier[12]$_SDFF_PN0_
- Clock tree buffer depth: 2
- Predominant post-synthesis flop cell: dfxtp_1
- Routability cong.: 0.849
- Core Util at FP: 41.6%
- Fin. Hold Viols: 0
- Worst path depth: 13
- # setup viols final: 0
- Top cell area share: 36.2%
- Period utilization: 62.4%
- EDFF count, synth: 0
- Mapped Area: 0.00325 mm2
- RSZ-0062 raised after global routing: no
- Antenna Nets Post-Route: 0
- IO Pins: 69
- Worst reg2reg path depth: 9
- Placed wire-length estimate: 7.03 mm
- First-pass GRT wire length: 13.7 mm
- Die Ht: 92.1 um
- Largest net degree at the start of global routing: 22
- Routed WL per cell: 14.4 um
- Final Routed Wirelength: 8.16 mm
- Via-to-Cell Ratio: 5.27
- Insertion Delay late pin: 0.26 ns
- Fin Setup TNS: 0 ns
- Worst Hold Class: flop to flop
- Fin Hold WS: 0.533 ns
- Critical Path Source Type: input port
- Total global routing track utilization: 20.4%
- Share of layout cells above drive strength 1: 2.80%
- Number of global-route vias before repair: 2894
- Syn Area/Cell: 8.22 um2
- # DRC: 0
- Worst-path clk slew: 0.08 ns
- Seq/Total Area, Yosys: 12.3%
- Post-Route Utilization: 52.4%
- OpenROAD warnings: 25
- Num CTS Buffers: 3
- CTS Hold Bufs: 0
- Top achievable clock speed: 0.254 GHz
- CTS tree: built
- H-Tree Depth: 1
- Area leader, netlist: ha_1
- Slew margin rel.: 52.7%
- Top cells excl fill/tap: ha_1, clkdlybuf4s50_1, inv_1
- Hold Path Origin: up$_SDFFE_PN1P_
[synthesized netlist by cell type, drive strengths merged, types with 6 or more instances]
| library cell | count |
|---|---|
| inv | 41 |
| nor2b | 8 |
| a21o | 20 |
| xnor2 | 18 |
| nor2 | 15 |
| ha | 94 |
| o21ai | 19 |
| and2 | 11 |
| dfxtp | 20 |
| nand4 | 21 |
| nand3 | 7 |
| nor3 | 10 |
| a211oi | 6 |
| nand2 | 17 |
| a21oi | 36 |
[metrics by stage]
stage	worst slack, ns	cells	total power, W	cell area, um2
3_5_place_dp	2.12	563	0.00115	4050
4_1_cts	2.38	566	0.00124	4090
6_report	2.37	566	0.00123	4090
5_1_grt	2.10	566	0.00140	4090
3_3_place_gp	2.15	563	0.00114	4050
2_1_floorplan	2.88	395	0.000910	3250
[state kept, by name, indices dropped and copies added, names as in the netlist]
register	count
pwm_c	1
carrier	16
up	1
pwm_a	1
pwm_b	1
[routing by layer]
metal	global-route usage [%]	vias to the layer above	wire, um
met5	0	-	0
met3	1.86	4	367
met4	1.69	0	59
met1	30.5	1307	4060
li1	-	1607	-
met2	33.6	66	3670
[final cells by class]
cell class                 instances  area (um2)
multi-input combinational        332        2690
timing repair buffer              68         681
sequential                        20         400
inverter                          41         154
fill                             766        3720
tap                              102         128
clock buffer                       3        41.3
[where the power goes]
group          switching [W]  total [W]  internal (W)
Combinational       0.000468   0.000904      0.000435
Clock              0.0000451  0.0000878     0.0000427
Sequential         0.0000647   0.000240      0.000175
Total               0.000578    0.00123      0.000653
[worst max-delay path by stage]
stage                    startpoint              end  slack (ns)
final                 pwm_period[2]  up$_SDFFE_PN1P_        2.37
after CTS             pwm_period[2]  up$_SDFFE_PN1P_        2.38
after global routing  pwm_period[2]  up$_SDFFE_PN1P_        2.10
[kinds of logic after synthesis]
family	synth area share, %
fa+ha+maj	36.8
mux	0.655
buf+inv	4.97
xor+xnor	6.20
flops	12.3
simple gates	19.5
compound gates	19.5
[worst reg2reg max path: stages (launching register included)]
cell and delay, ns:
dfxtp_1 0.37, inv_1 0.42, ha_1 0.40, a2111oi_2 0.37
o21ai_1 0.15, a31oi_1 0.24, o21ba_2 0.20, o21ai_2 0.06
xor2_1 0.13, and2_1 0.15
No activity file was given, so power comes from the tool's default toggle rates.
