File: ./design.v
`default_nettype none
module modulator_pwm_gain #(
	parameter inout_width = 16,
	parameter inout_decimal_width = 15,
	parameter pwm_period_width = 16
)(
	input wire aclk, 
	input wire resetn, 
	input wire signed [inout_width-1:0] pwm_period,  
	input wire signed [inout_width-1:0] mod_a,  
	input wire signed [inout_width-1:0] mod_b,  
	input wire signed [inout_width-1:0] mod_c,  
	output wire signed [inout_width-1:0] mod_a_gained,  
	output wire signed [inout_width-1:0] mod_b_gained,  
	output wire signed [inout_width-1:0] mod_c_gained  
);
	wire signed [(inout_width+pwm_period_width)-1:0] mod_a_gained_2width;  
	wire signed [(inout_width+pwm_period_width)-1:0] mod_b_gained_2width;  
	wire signed [(inout_width+pwm_period_width)-1:0] mod_c_gained_2width;  
	assign mod_a_gained_2width = mod_a * pwm_period;
	assign mod_b_gained_2width = mod_b * pwm_period;
	assign mod_c_gained_2width = mod_c * pwm_period;
	assign mod_a_gained = $signed(mod_a_gained_2width >>> inout_decimal_width);
	assign mod_b_gained = $signed(mod_b_gained_2width >>> inout_decimal_width);
	assign mod_c_gained = $signed(mod_c_gained_2width >>> inout_decimal_width);
endmodule
File: ./run.sh
#!/bin/bash
# OpenROAD 26Q1-2900-gdf79404cd8, Yosys 0.63+post, stock flow scripts
make -C /OpenROAD-flow-scripts/flow DESIGN_CONFIG=/design/flow/config.mk WORK_HOME=/design/flow/orfs finish
File: ./config.mk
export PLATFORM = sky130hd
export DESIGN_NAME = modulator_pwm_gain
export DESIGN_NICKNAME = modulator_pwm_gain
export VERILOG_FILES = /design/flow/design.v
export SDC_FILE = /design/flow/constraint.sdc
export NUM_CORES = 4
export LEC_CHECK = 1
export CORE_UTILIZATION = 40
File: ./constraint.sdc
current_design modulator_pwm_gain

set clk_period 20.6
set clk_io_pct 0.2

create_clock -name clk0 -period $clk_period

set non_clock_inputs [all_inputs -no_clocks]
set_input_delay [expr $clk_period * $clk_io_pct] -clock clk0 $non_clock_inputs
set_output_delay [expr $clk_period * $clk_io_pct] -clock clk0 [all_outputs]
==> results.cfg <==
; flow metrics
[clock_tree]
cts_setup_buffers = 0
cts_resized = 0
hold_buffers = 0

[worst_setup_path]
startpoint_type = primary input
crit_arrival_ps = 11520
cp_max_fo = 23
worst_setup_path_end_kind = primary output
critical_path_class = primary input to primary output
worstPathRequired_ps = 16480

[grt]
antenna_found_initial = 2
grt_usage_pct = 19.2
grt_pass1_wl_um = 102000
gr-usage-met2_pct = 29.8
met3_usage_pct = 4.70
first_global_vias = 20060
met1_usage_pct = 30.3
top_usage_layer = met1
grt_start_max_net_pins = 50
overflow = 0

[timing]
drv_slew = 0
max_freq_mhz = 63.9
max-slew-margin-rel_pct = 42.5
setup_tns_ps = 0
hold_viol = 0
setup_viol = 0
post-route-period-util_pct = 75.9
rsz0062_at_grt = false
period_needed_ps = 15640
tightest_slew_ps = 859

[floorplan]
die_height_um = 265
dieArea_mm2 = 0.0703
fp_util_pct = 40.4
die_w_um = 265
io_pins = 114
rows = 96
core-area_mm2 = 0.0686

[logic_synthesis]
yosys_area_mm2 = 0.0277
ys_cells = 3041
syn_avg_cell_area_um2 = 9.10
yosysWarnings = 0
synthCells = 3041
ys_types = 49
synth_area_mm2 = 0.0277
synth-seq-area-share_pct = 0

[cells_and_area]
syn_to_final_growth_pct = 7.40
nClkBuffers = 0
comb_area_mm2 = 0.0240
final_core_util_pct = 43.4
ff_count = 0
drive_above_1_share_pct = 2.19
fin_area_mm2 = 0.0297
mostFrequentLayoutCell = inv_1
regArea_um2 = 0
lay_top_cells = inv_1 (844), fa_1 (765), nand2_1 (381)
fillCellCount = 6755

[routing]
wl_per_cell_um = 14.5
wirelength_um = 57800
drc = 0
drt_pass1_iterations = 7
drt_iter0_markers = 647
ant_nets = 0
num_vias = 18761
via_per_inst = 4.69

[placement]
hpwl_um = 46100
dpl_cell_area_mm2 = 0.0297
place.gp.congestion = 0.848
port_buffers = 112

[worst_hold_path]
hold_class = primary input to primary output

[outcome]
outcome = completed

[run]
drv_cap = 0
warnings = 34
## stage by stage
stage | std cells | setup WS (ps) | hold WS [ps]
finish | 3997 | 4960 | 9540
global route | 3996 | 4470 | 9640
CTS | 3996 | 4930 | 9580
detailed placement | 3996 | 4960 | 9570
global placement | 3996 | 4940 | 9580
floorplan | 3041 | 6600 | 8580
## metal layers
layer / part of all wire (%) / routed length [µm]
met4: 0.80 / 464
met1: 46 / 26300
met2: 47 / 27400
met3: 6.3 / 3620
met5: 0.022 / 13
## synthesized netlist by cell type (all sizes together), types with 9 or more instances
cell type  instances  share of area, %
nand4              9              0.20
xor2              23              0.73
nand3             21              0.38
nand2b            16              0.36
and2             343               7.8
nand2            381               5.2
nor2              63              0.85
fa               765                55
a21o              28              0.76
ha               231                10
a21oi             44              0.81
xnor2             56               1.8
clkbuf           130               1.8
o21ai             19              0.34
inv              844                11
## final cells by class
| class | count | share of cell area (%) |
|---|---|---|
| Inverter | 844 | 10.7 |
| Multi-Input combinational cell | 2066 | 80.8 |
| Tap cell | 931 | 3.92 |
| Antenna cell | 1 | 0.00842 |
| Timing Repair Buffer | 155 | 4.62 |
## final timing paths
path              depth (start not counted)               end      startpoint
setup / recovery                         23  mod_c_gained[13]  pwm_period[15]
hold / removal                            6  mod_c_gained[15]  pwm_period[13]
## critical path, cell delays in order
cell and delay, ps:
clkdlybuf4s50_1 390, buf_4 230, inv_1 460, buf_4 470, nor2_1 120, fa_1 510
fa_1 450, fa_1 530, fa_1 430, fa_1 490, inv_1 50, fa_1 500
inv_1 50, ha_1 330, o21ai_0 90, a21oi_1 60, or4_4 580, o31ai_4 250
a31oi_2 180, a31oi_1 360, and2b_1 190, xnor2_1 150, clkdlybuf4s50_1 510
## logic make-up (layout without fill, tap and decap cells)
family	after synthesis	after routing	share of synthesized area, %
adder cells (fa/ha/maj)	996	996	65.8
AND-OR/OR-AND	130	130	3.15
multiplexers	1	1	0.0362
AND/OR/NAND/NOR	860	860	15.3
XOR/XNOR	79	79	2.50
other	0	1	0
buffers and inverters	975	999	13.2
